==> design/flow/config.mk <==
export PLATFORM = sky130hd
export DESIGN_NAME = va_037
export DESIGN_NICKNAME = va_037
export VERILOG_FILES = /design/flow/design.v
export SDC_FILE = /design/flow/constraint.sdc
export NUM_CORES = 4
export LEC_CHECK = 1
export CORE_UTILIZATION = 30
==> design/flow/constraint.sdc <==
current_design va_037

set clk_period 3.0
set clk_io_pct 0.2

create_clock -name clk0 -period $clk_period [get_ports {PIN_CLK}]

set non_clock_inputs [all_inputs -no_clocks]
set_input_delay [expr $clk_period * $clk_io_pct] -clock clk0 $non_clock_inputs
set_output_delay [expr $clk_period * $clk_io_pct] -clock clk0 [all_outputs]
==> design/flow/design.v <==
`timescale 1 ns / 1 ps
module va_037
(
   input       PIN_CLK,        
   input       PIN_R,          
   input       PIN_C,          
   inout[15:0] PIN_nAD,        
   input       PIN_nSYNC,      
   input       PIN_nDIN,       
   input       PIN_nDOUT,      
   input       PIN_nWTBT,      
   output      PIN_nRPLY,      
   output[6:0] PIN_A,          
   output[1:0] PIN_nCAS,       
   output      PIN_nRAS,       
   output      PIN_nWE,        
   output      PIN_nE,         
   output      PIN_nBS,        
   output      PIN_WTI,        
   output      PIN_WTD,        
   output      PIN_nVSYNC      
);
reg            nWTBT;          
reg [15:0]     A;              
reg [7:0]      RA;             
reg            M256;           
wire           RWR, ROE;       
wire           RESET;          
wire           CLKIN;          
reg [2:0]      PC;             
reg [13:1]     VA;             
reg [7:0]      LC;             
wire           ALOAD, TV51;    
reg            HGATE, VGATE;   
reg            PC90;           
reg            RASEL, AMUXSEL; 
wire           CAS;            
reg            CAS322;         
wire           FREEZ;          
reg            VTSYN;          
wire           SYNC2, SYNC5;   
wire           RPLY;           
reg            TRPLY;          
assign PIN_nRPLY        = (ROE | RWR | RPLY) ? 1'b0 : 1'bZ;
assign PIN_nAD[7:0]     = ~ROE ? 8'hZZ : ~RA[7:0];     
assign PIN_nAD[8]       = 1'bZ;                        
assign PIN_nAD[9]       = ~ROE ? 1'bZ  : ~M256;        
assign PIN_nAD[14:10]   = 5'hZZ;                       
assign PIN_nAD[15]      = (~PIN_nDIN & ~PIN_nSYNC &    
                          (A[15:1] == (16'o177716 >> 1))) ? 1'b0 : 1'bZ;
assign PIN_nE  = PIN_nSYNC | PIN_nDIN | (A[15:7] == (16'o177600 >> 7));
assign PIN_nBS = ~(A[15:2] == (16'o177660 >> 2));
always @(*) nWTBT = PIN_nDOUT | PIN_nWTBT;
assign RWR     = ~PIN_nSYNC & ~PIN_nDOUT & (A[15:1] == (16'o177664 >> 1));
assign ROE     = ~PIN_nSYNC & ~PIN_nDIN  & (A[15:1] == (16'o177664 >> 1));
assign RESET   = PIN_R;
assign CLKIN   = PIN_CLK;
always @(*) if (PIN_nSYNC) A[15:0] = ~PIN_nAD[15:0];
always @(*) if (RWR) RA[7:0] = ~PIN_nAD[7:0];
always @(*) if (RWR) M256 = ~PIN_nAD[9];
always @(*) if (RASEL) TRPLY = 1'b1; else if (PIN_nDIN & PIN_nDOUT) TRPLY = 1'b0;
assign RPLY = TRPLY & ~RASEL;
always @(negedge CLKIN) if (~PC[0]) PC90 <= PC[1];
always @(negedge CLKIN or posedge RESET)
begin
   if (RESET)
      PC[2:0] <= 3'b000;
   else
      PC[2:0] <= PC[2:0] + 3'b001;
end
always @(negedge CLKIN or posedge RESET)
begin
   if (RESET)
      VA[5:1] <= 5'b00000;
   else
      if (&PC[2:0])
      begin
         VA[4:1] <= VA[4:1] + 4'b0001;
         if (&VA[4:1] & ~HGATE)  VA[5] <= ~VA[5];
      end
end
assign TV51 = PIN_C ? 1'b0 : ~(&PC[2:0] & &VA[5:1]);
assign ALOAD = (FREEZ & ~LC[1]) | RESET;
always @(negedge CLKIN)
begin
   if (ALOAD)
      VA[13:6] <= RA[7:0];
   else
      if (~TV51 & ~FREEZ)
         VA[13:6] <= VA[13:6] + 8'b00000001;
end
always @(negedge CLKIN or posedge RESET)
begin
   if (RESET)
   begin
      HGATE <= 1'b0;
      VGATE <= 1'b1;
   end
   else
   begin
      if (&PC[2:0] & &VA[4:1] & (HGATE | VA[5]))
         HGATE <= ~HGATE;
      if (~TV51 & (LC[5:0] == 6'b000000) & (VGATE | (LC[7:6] == 2'b00)))
         VGATE <= ~VGATE;
   end
end
always @(negedge CLKIN or posedge RESET)
begin
   if (RESET)
      LC[7:0] <= 8'b11111111;
   else
      if (~TV51)
      begin
         LC[5:0] <= LC[5:0] - 6'b000001;
         if ((LC[5:0] == 6'b000000) & ~VGATE) LC[6] <= ~LC[6];
         if ( LC[6:0] == 7'b0000000) LC[7] <= ~LC[7];
      end
end
assign FREEZ = VGATE & (LC[5:2] == 4'b1010);
assign PIN_A[6:0]    = RASEL ? (AMUXSEL ? ~A[7:1]  : ~A[14:8])
                             : (AMUXSEL ? ~VA[7:1] : {1'b0, ~VA[13:8]});
assign PIN_nCAS[0]   = ~(CAS & (~A[0] | ~PC[2] | nWTBT));
assign PIN_nCAS[1]   = ~(CAS & ( A[0] | ~PC[2] | nWTBT));
assign PIN_nRAS      =  PC90 | (PC[2] & ~RASEL);
assign PIN_WTI       = ~VGATE & ~HGATE & (M256 | (LC[6] & LC[7])) & PC90 & ~PC[2] & PC[1];
assign PIN_WTD       = RPLY & ~PIN_nDIN;
assign PIN_nWE       = ~(RASEL & ~PIN_nDOUT);
always @(posedge CLKIN) AMUXSEL <= PC90;
always @(posedge CLKIN)
begin
   if (PC90 & PC[1])
      RASEL <= 1'b0;
   else
      if (PC90 & ~PC[1] & PC[2])
         RASEL <= ~(PIN_nSYNC | A[15] | RPLY | (PIN_nDIN & PIN_nDOUT));
end
always @(negedge CLKIN) CAS322 <= RASEL;
assign CAS = (CAS322 & PC[1] & PC[2]) | (~VGATE & ~HGATE & PC[1] & ~PC[2]);
always @(negedge CLKIN or posedge RESET)
begin
   if (RESET)
      VTSYN <= 1'b0;
   else
   begin
      if ((VA[3:1] == 3'b000) & (PC[1:0] == 2'b11))
         VTSYN <= 1'b1;
      if ((VA[4:1] == 4'b0100) & (PC[2:0] == 3'b111))
         VTSYN <= 1'b0;
   end
end
assign SYNC2 = ~(VGATE & (LC[5:2] == 4'b1010) & ~(LC[0] & LC[1]));
assign SYNC5 =  VTSYN | (SYNC2 & ~HGATE);
assign PIN_nVSYNC = ~(SYNC2 ^ SYNC5);
endmodule
==> design/flow/run.sh <==
#!/bin/bash
# OpenROAD 26Q1-2900-gdf79404cd8, Yosys 0.63+post, stock flow scripts
make -C /OpenROAD-flow-scripts/flow DESIGN_CONFIG=/design/flow/config.mk WORK_HOME=/design/flow/orfs finish
==> run notes <==
Main metrics from the flow reports.

The flow ran to the end, but the final reports show violations. The checks that failed: setup timing. The number of global-route vias before repair came out at ~1,300. The final setup TNS is -3020 ps. The slack of the critical path is -610 ps.

The number of antenna diodes is 0. The final layout report lists a filler cell count of approximately 480. The cell count listed in synth_stat.txt is between 100 and 150.

According to the floorplan report, the placeable core area is roughly 0.0052 sq mm. The power per standard cell area came out at about 650 mW/mm^2. The clock tree from TritonCTS is built.

The post-route standard cell area excluding fillers is between 0.002 and 0.0025 sq mm. For the worst-skew pair, the clock arrives at the later sink with an insertion delay of roughly 350 ps. After layout, the design draws a total of 1.53 mW. The most critical setup path has its startpoint at VGATE.

The summed standard-cell area reported by yosys came out at 0.00164 sq mm. The reported max-cap violation count came out at 0. The post-synthesis average cell area came out at roughly 11 sq um. The detailed-route wire length per cell came out at slightly above 10 um.

The script logs the ratio of routed vias to standard cells as between 4 and 5. The largest fanout of any net on the critical path is 3. The site row count is 26.

The reg-to-reg setup timing slack came out at roughly 200 ps. The clock transition at the register clock pins on the worst setup and hold paths after CTS came out at approximately 50 ps. The layout report lists the combined flip-flop and latch area as slightly below 800 sq um. Across all hold checks on the routed design, the worst slack comes to between 300 and 400 ps. The finished layout holds 308 standard cells, fillers aside. The clock tree synthesis step divided the H-tree into 2 levels.

The count of clock tree sinks is 29. The length in cells of the worst reg-to-reg path is 16. The share of Yosys cell area claimed by the top area cell type is 16.5%.

By area the synthesized netlist is led by edfxtp_1 16%, dfrtn_1 15%, dfstp_2 14%. The count of final hold-check violations came out at 0. The final count of negative-setup-slack endpoints is 12. The die area came out at just under 0.006 sq mm.

Walking the worst path, the cells encountered are nand4_1, buf_4, nor2_4, mux2i_1, buf_2. The vertical extent of the die is about 76 um. Synthesis instantiated 36 different standard cells from the library. In this run the worst hold path is classified as flop to flop. The initial antenna violation count is 0.

The area taken by multi-input combinational cells is reported as roughly 770 sq um. The post-placement setup slack is -553 ps. The first-iteration detailed-routing DRC count came out at around 52. The start of the worst register-to-register path is VGATE. The total routed wirelength came out at 3.19 mm.

Across all layers, the routed design uses around 1,300 vias. The max-slew violation count came out at 0. The worst setup path is captured at an output port.

VDD sags by at most approximately 0.24 mV. Cells fill a little under half of the core in the end. The instance area after placement came out at ~0.0020 sq mm.

The first global-routing pass estimated 5.82 mm of wire. The die width is around 76 um. Counting flops and latches in the post-synthesis netlist gives 29. The worst setup path is of the flop to output port kind. The mapped netlist covers roughly 0.0016 sq mm.

On the worst path, the slowest cell contributes a delay of about 540 ps. The proportion of layout cells with a drive suffix above 1 is a little over two fifths. Per the STA report, the cell with the highest stage delay on the worst path is dfstp_2.

The weighted congestion reported at the end of routability-driven placement is approximately 0.79. The area added between synthesis and finish came out at 43.6%. The clock tree root buffer cell is clkbuf_8. The critical path arrival came out at about 3000 ps. The number of cells after detailed placement came out at about 260.

The number of remaining DRC errors came out at 0. The HPWL after detailed placement came out at 2.14 mm. Of all cell types, the one taking the most synthesized area is edfxtp_1. The count of port buffers added during placement came out at 14. The largest net degree at the start of global routing is 16.

The hold buffer count at cts is 0. Setup repair after global routing could not meet its margin everywhere. The instance tally after logic synthesis came out at around 150. Summing over the stages, the warning tally comes to between 50 and 60. The post-route antenna net violation count is 0.

The worst setup skew after layout came out at 60.0 ps. The longest clock path from root to sink contains 2 buffers. In this run, CTS created clock tree buffers numbering 5. The count of TritonRoute iterations in the first routing pass came out at 4. The critical path capture point is PIN_nVSYNC. Before placement the cells fill 31.7% of the core. The number of ports placed on the die boundary came out at 40. The warning count from the yosys run is 24. The element type at the critical path start is a flop. The total global-route track usage is 12.9%. The residual overflow from global routing came out at 0. The required time at the worst-slack endpoint is approximately 2400 ps. The sequential cell area fraction in the yosys report is approximately 47%. The capture point of the worst reg-to-reg path is VA[6].

The static power due to leakage is ~1.2 nW.
==> power breakdown <==
group | total, mW | leakage [nW] | switching (mW) | internal [mW]
clock network | 0.507 | 0.161 | 0.222 | 0.284
registers | 0.585 | 0.327 | 0.0464 | 0.539
logic | 0.434 | 0.731 | 0.195 | 0.239
==> cells in the final DEF, fill, tap and decap left out, types with 5 or more instances in the layout <==
cell type  count
inv_1         25
ha_1           7
buf_4         52
xor2_1        12
conb_1        21
nand3_1        5
mux2i_1        7
clkbuf_8       5
nor2_1        10
edfxtp_1       9
xnor2_1        5
dfrtn_1       10
buf_2         11
dfstp_2        9
==> flip-flops by register name (all words and copies together), names as in the netlist <==
signal   count
VA          13
LC           8
PC           3
AMUXSEL      1
HGATE        1
PC90         1
VGATE        1
VTSYN        1
==> logic make-up (layout without fill, tap and decap cells) <==
logic type                 after synthesis  in the layout  synth area share (%)
and+or+nand+nor                         45             45                  16.1
buffers and inverters                   32            102                  12.1
DFF                                     29             29                  47.4
xor gates and xnor gates                17             17                  9.08
muxes                                    9              9                  5.64
AOI/OAI and AO/OA                        8              8                  3.89
adders and majority gates                7              7                  5.34
other                                    2             21                 0.458
==> synth_stat cells <==
| master | number |
|---|---|
| o31a_1 | 1 |
| mux2_1 | 1 |
| or3_1 | 2 |
| ha_1 | 7 |
| and4_4 | 1 |
| dfstp_2 | 9 |
| or4b_1 | 1 |
| nand2_1 | 4 |
| o21ai_0 | 2 |
| or4b_2 | 1 |
| and2_1 | 1 |
| nor2_1 | 12 |
| buf_4 | 21 |
| a31oi_4 | 1 |
| conb_1 | 2 |
| inv_1 | 9 |
| nor4_2 | 3 |
| and3_1 | 2 |
| or2_2 | 1 |
| a21oi_1 | 2 |
| nor2b_1 | 3 |
| dfrtn_1 | 10 |
| mux2i_1 | 7 |
| nand4_1 | 3 |
| clkbuf_1 | 2 |
| nand3b_1 | 1 |
| a21oi_2 | 1 |
| edfxtp_1 | 9 |
| xor2_1 | 12 |
| o21ai_1 | 1 |
| nor3b_1 | 1 |
| xnor2_1 | 5 |
| dfxtp_1 | 1 |
| nor3_1 | 3 |
| mux2_2 | 1 |
| nand3_1 | 6 |
==> layout make-up <==
class,instances,area share [%]
flip-flops and latches,29,33.0
repair buffers,68,21.5
well taps,70,3.72
clock inverters,20,3.82
multi-input cells,107,32.8
clock buffers,6,3.98
inverters,8,1.27
==> worst min-delay path by stage <==
stage	startpoint	to	slack [ps]	cells past startpoint
CTS	PC[0]	PC[0]	350	1
global route	PC[0]	PC[0]	380	1
finish	PC[0]	PC[0]	350	1
==> critical path: cells and delay by family, from the launching register on <==
kind / cells / cell delay, ps
AND/OR/NAND/NOR: 2 / 180
buffers and inverters: 2 / 280
flip-flops: 1 / 540
multiplexers: 1 / 170
==> layer usage <==
layer / track usage (%) / vias up / routed length (um)
met5: 0 / - / 0
met4: 3.46 / 0 / 53
met3: 4.53 / 9 / 155
met2: 18.1 / 31 / 1360
met1: 19.5 / 588 / 1620
li1: - / 638 / -
==> timing repair <==
item,CTS,global route
pin swaps,5,4
buffers inserted,27,3
endpoints found under the setup margin,25,28
gates resized,48,2
endpoints found under the hold margin,0,0
Power and IR drop assume default switching activity.
